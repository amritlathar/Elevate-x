[design/flow/config.mk]
export PLATFORM = sky130hd
export DESIGN_NAME = priority_controller
export DESIGN_NICKNAME = priority_controller
export VERILOG_FILES = /design/flow/design.v
export SDC_FILE = /design/flow/constraint.sdc
export NUM_CORES = 4
export LEC_CHECK = 1
export CORE_AREA = 10 10 70 70
export DIE_AREA = 0 0 80 80
[design/flow/constraint.sdc]
current_design priority_controller

set clk_period 1.9
set clk_io_pct 0.2

create_clock -name clk0 -period $clk_period

set non_clock_inputs [all_inputs -no_clocks]
set_input_delay [expr $clk_period * $clk_io_pct] -clock clk0 $non_clock_inputs
set_output_delay [expr $clk_period * $clk_io_pct] -clock clk0 [all_outputs]
[design/flow/design.v]
module full_subtractor (
    input A, B, Bin,   
    output Diff, Bout
);
    wire A_xor_B;
    xor (A_xor_B, A, B);       
    xor (Diff, A_xor_B, Bin);  
    wire A_nand_B;
    nand (A_nand_B, A, B);
    wire not_A_xor_B, not_Bin;
    not (not_A_xor_B, A_xor_B);
    not (not_Bin, Bin);
    wire borrow1, borrow2;
    and (borrow1, not_A_xor_B, Bin);   
    and (borrow2, A_nand_B, not_Bin);  
    or (Bout, borrow1, borrow2);   
endmodule
module subtractor_3bit (
    input [2:0] A, B,      
    output [2:0] Diff,     
    output Bout            
);
    wire b1, b2;           
    full_subtractor fs0 (A[0], B[0], 1'b0, Diff[0], b1);
    full_subtractor fs1 (A[1], B[1], b1, Diff[1], b2);
    full_subtractor fs2 (A[2], B[2], b2, Diff[2], Bout);
endmodule
module comparator_3bit (
    input [2:0] A, B,
    output A_less_B, A_equal_B, A_greater_B
);
    wire [2:0] A_xor_B;
    wire A_eq_0, A_eq_1, A_eq_2;
    xor (A_xor_B[0], A[0], B[0]);
    xor (A_xor_B[1], A[1], B[1]);
    xor (A_xor_B[2], A[2], B[2]);
    nor (A_eq_0, A_xor_B[0], A_xor_B[1], A_xor_B[2]);
    assign A_equal_B = A_eq_0;
    wire a2_b2, a1_b1, a0_b0;
    and (a2_b2, ~A[2], B[2]);   
    and (a1_b1, ~A[1], B[1], ~A_xor_B[2]);  
    and (a0_b0, ~A[0], B[0], ~A_xor_B[1], ~A_xor_B[2]);  
    or (A_less_B, a2_b2, a1_b1, a0_b0);
    assign A_greater_B = ~A_less_B & ~A_equal_B;
endmodule
module priority_controller (
    input [2:0] curr_floor_L1, curr_floor_L2,    
    input [2:0] dest_floor_L1, dest_floor_L2,    
    input [2:0] req_floor,                       
    input req_direction,                         
    output [1:0] selected_lift                   
);
    wire [2:0] dist_L1, dist_L2;
    wire L1_less_L2, L1_equal_L2, L1_greater_L2;
    wire L1_moving_up, L2_moving_up, L1_moving_down, L2_moving_down;
    wire L1_prioritize, L2_prioritize;
    subtractor_3bit sub_L1 (.A(curr_floor_L1), .B(req_floor), .Diff(dist_L1), .Bout());
    subtractor_3bit sub_L2 (.A(curr_floor_L2), .B(req_floor), .Diff(dist_L2), .Bout());
    comparator_3bit comp_dist (.A(dist_L1), .B(dist_L2), .A_less_B(L1_less_L2), .A_equal_B(L1_equal_L2), .A_greater_B(L1_greater_L2));
    wire L1_dir, L2_dir;
    wire not_req_direction, not_L1_moving_up, not_L2_moving_up;
    xor (L1_moving_up, curr_floor_L1[2], dest_floor_L1[2]);  
    xor (L2_moving_up, curr_floor_L2[2], dest_floor_L2[2]);
    not (L1_moving_down, L1_moving_up);
    not (L2_moving_down, L2_moving_up);
    wire mux_L1_selected, mux_L2_selected;
    wire L1_less_L2_with_dir, L1_greater_L2_with_dir;
    and (L1_less_L2_with_dir, L1_less_L2, L1_moving_up);   
    and (L1_greater_L2_with_dir, L1_greater_L2, L2_moving_up);   
    or (mux_L1_selected, L1_less_L2_with_dir, L1_moving_down);
    or (mux_L2_selected, L1_greater_L2_with_dir, L2_moving_down);
    assign selected_lift = (mux_L1_selected) ? 2'b01 : (mux_L2_selected ? 2'b10 : 2'b00);
endmodule
[design/flow/run.sh]
#!/bin/bash
# OpenROAD 26Q1-2900-gdf79404cd8, Yosys 0.63+post, stock flow scripts
make -C /OpenROAD-flow-scripts/flow DESIGN_CONFIG=/design/flow/config.mk WORK_HOME=/design/flow/orfs finish
==> impl_metrics.env <==
# implementation run metrics
export IMPL_outcome="finished with violations"
export IMPL_violations="setup timing"
export IMPL_pre_cts_ws_ns=-1.24
export IMPL_power_density_nw_per_um2=422
export IMPL_ys_area_um2=221
export IMPL_avgSynthCellArea_um2=10.1
export IMPL_synth_simple_gate_area_share=0
export IMPL_drtIter0Drc=2
export IMPL_final_core_util=0.163
export IMPL_rsz0062_at_grt="true"
export IMPL_firstDrtPassIters=4
export IMPL_tightestPinTransition_ns=0.254
export IMPL_worstSetupStartpointType="input port"
export IMPL_postSynthSeqShare=0
export IMPL_setup_viol_count_final=2
export IMPL_grt_remaining_overflow=0
export IMPL_fin_crit_ns=2.46
export IMPL_seqCellArea_um2=0
export IMPL_yosys_warnings=0
export IMPL_slew_headroom=0.830
export IMPL_num_rows=21
export IMPL_finalHoldViolCount=0
export IMPL_max_freq_mhz=407
export IMPL_nClkBuffers=0
export IMPL_first_global_vias=283
export IMPL_initCoreUtil=0.0648
export IMPL_grt_use_total=0.0238
export IMPL_grt_pass1_wl_um=1260
export IMPL_max_cap_violations=0
export IMPL_diodes=0
export IMPL_peakVddDrop_v=0.000202
export IMPL_top_area_frac=0.395
export IMPL_viasPerCell=2.60
export IMPL_top_cells_by_area="ha_1 40%, xnor2_1 20%, xor2_1 12%"
export IMPL_final_cell_mix="6 x buf_4, 5 x buf_6, 4 x ha_4, 4 x buf_2"
export IMPL_tool_warnings=40
export IMPL_top_logic_kind="adder cells"
export IMPL_dp_hpwl_um=621
export IMPL_finalPower_uw=235
export IMPL_cp_max_fo=2
export IMPL_portBuffers=13
export IMPL_drv_slew=0
export IMPL_yosysCellCount=22
export IMPL_hold_path_class="in2out"
export IMPL_worst_slack_ns=-0.555
export IMPL_yosysUniqueCellTypes=9
export IMPL_postSynthCellCount=22
export IMPL_die_area_um2=6400
export IMPL_mux_area_frac=0.0904
export IMPL_wirelength_um=713
export IMPL_fp_coreArea_um2=3420
export IMPL_fin_area_um2=556
export IMPL_path_class="in2out"
export IMPL_wl_per_cell_um=8.01
export IMPL_aoi_share=0.147
export IMPL_place_congestion=0.713
export IMPL_lay_top_count="buf_4"
export IMPL_xor_area_frac=0.316
export IMPL_fin_crit_sh=1.29
export IMPL_placed_cell_area_um2=489
export IMPL_arrival_ns=2.08
export IMPL_grt_max_degree=3
export IMPL_post_synth_top_area_cell="ha_1"
export IMPL_fa_ha_area_frac=0.395
export IMPL_critPathCaptureType="output port"
export IMPL_die_h_um=80
export IMPL_syn_area_um2=221
export IMPL_ios=18
export IMPL_drc=0
export IMPL_flops=0
export IMPL_drive_gt1_frac=0.651
export IMPL_p_leak_uw=0.000236
export IMPL_ant_nets=0
export IMPL_cp_required_ns=1.52
export IMPL_num_vias=231
export IMPL_area_delta_synth_final_pct=151
export IMPL_ctsHoldBuffers=0
export IMPL_antenna_found_initial=0
export IMPL_die_w_um=80
## cell type report
type | count | area (um^2)
Tap cell | 46 | 57.6
Inverter | 1 | 3.75
Fill cell | 395 | 2860
Timing Repair Buffer | 22 | 188
Multi-Input combinational cell | 20 | 307
## synth_stat cells
library cell	n
ha_1	7
inv_1	1
xnor2_1	5
a211o_1	1
buf_4	1
a41oi_2	1
mux2i_1	2
xor2_1	3
a21o_1	1
## worst max-delay path, stage by stage
cell,delay (ns)
buf_8,0.10
ha_4,0.24
xor2_2,0.18
ha_1,0.28
a21o_1,0.17
a211o_1,0.33
buf_6,0.13
a41oi_2,0.14
buf_2,0.12
## power breakdown
part	internal (uW)	switching, uW	total, uW
sequential	0	0	0
combinational	155	79.6	235
clock	0	0	0
total	155	79.6	235
## layer usage
metal	global-route usage	part of all wire	vias up
li1	-	-	120
met3	0.0102	0.12	0
met4	0	0	0
met1	0.0384	0.61	98
met5	0	0	-
met2	0.0289	0.27	13
## what timing repair did
item / 4_1_cts / 5_1_grt
setup endpoints to repair: 2 / 2
gates cloned: 0 / 0
gates resized: 41 / 6
pin swaps: 13 / 3
buffers inserted: 3 / 1
## per-stage QoR
stage                     setup TNS, ns  cells  hold slack [ns]
after floorplan                  -0.120     22            0.956
after global placement            -2.37     85             1.90
after detailed placement          -2.36     85             1.90
after CTS                        -0.976     88             1.38
after global routing              -1.10     89             1.35
final                            -0.950     89             1.32
## kinds of logic after synthesis
family,count (synthesis)
AOI/OAI and AO/OA,3
xor gates and xnor gates,8
muxes,2
buffers and inverters,2
adders and majority gates,7
## final timing paths
path	startpoint	endpoint	slack, ns	cells after the start
hold / removal	curr_floor_L2[0]	selected_lift[1]	1.32	5
setup / recovery	req_floor[1]	selected_lift[1]	-0.56	9
Power and IR drop assume default switching activity.
